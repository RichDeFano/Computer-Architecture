--- flow/run.sh ---
#!/bin/bash
# OpenROAD 26Q1-2900-gdf79404cd8, Yosys 0.63+post, stock flow scripts
make -C /OpenROAD-flow-scripts/flow DESIGN_CONFIG=/design/flow/config.mk WORK_HOME=/design/flow/orfs finish
--- flow/config.mk ---
export PLATFORM = sky130hd
export DESIGN_NAME = swp32
export DESIGN_NICKNAME = swp32
export VERILOG_FILES = /design/flow/design.v
export SDC_FILE = /design/flow/constraint.sdc
export NUM_CORES = 4
export LEC_CHECK = 1
export CORE_AREA = 10 10 98 98
export DIE_AREA = 0 0 108 108
--- flow/constraint.sdc ---
current_design swp32

set clk_period 1.0
set clk_io_pct 0.2

create_clock -name clk0 -period $clk_period [get_ports {we}]

set non_clock_inputs [all_inputs -no_clocks]
set_input_delay [expr $clk_period * $clk_io_pct] -clock clk0 $non_clock_inputs
set_output_delay [expr $clk_period * $clk_io_pct] -clock clk0 [all_outputs]
--- flow/design.v ---
`timescale 1ns/100ps
module swp32 (in_a, in_b, we, outa, outb);
  input  [31:0] in_a;
  input  [31:0] in_b;
  input         we;
  output [31:0] outa,outb;
  reg   [31:0] outrega, outregb;
  always @ (posedge we)
  begin
      outrega <= in_a;
      outregb <= in_b;
  end
  assign outa = outrega;
  assign outb = outregb;
endmodule
==> reports/notes.md <==
### Layout
• **register cell area after layout** 1280 um^2
• **combinational gate count** 0
• **combinational gate area** 0 um^2
• **area grow syn2layout** 104%
• **Design Area, Final** 2620 um^2
• **fin cells** 310
• **count of fill cells added during filler insertion** 764
• **fraction of layout cells with a size suffix above 1** 39.4%

### GRT
• **wire length of the first global-routing pass** 5.74 mm
• **number of antenna violations at the first check in global routing** 0
• **total grt overflow** 0
• **pin count of the biggest net entering global routing** 13
• **aggregate global-route resource usage** 6.56%
• **number of global-route vias before repair** 992

### Clocking
• **buffer count from post-CTS setup fixing** 0
• **H-tree levels** 3
• **cts bufs inserted** 9
• **clk sinks** 64
• **CTS root buffer** sky130_fd_sc_hd__clkbuf_8
• **number of buffers on the longest clock path** 2
• **clock-pin slew reported for the worst setup and hold paths after clock tree synthesis** 70 ps
• **CTS tree** built
• **hold bufs inserted after CTS** 0

### Outcome
• **outcome** finished clean

### Worst setup path
• **CP bufs+invs** 1
• **CP delay by family, top** flip-flops
• **critical path startpoint category** flop
• **Max FO, Critical Path** 1
• **classification of the worst setup path** reg -> out
• **longest individual stage delay on the worst path** 310 ps
• **endpoint class of the critical path** primary output
• **data arrival time of the worst path** 750 ps
• **CP max stage cell** sky130_fd_sc_hd__dfxtp_2
• **Worst Path Required** 800 ps
• **cells along the critical path** buf_2

### Drt
• **wire length on met3** 771 um
• **drt wl/cell** 13.1 um
• **highest routed layer** met4
• **DRT Wirelength** 4.07 mm
• **routed via count divided by cell count** 3.03
• **Residual DRC** 0
• **DRT Pass-1 Iters** 2
• **sum of routed wire segments on met1** 1.35 mm
• **post-route ant nets** 0
• **antenna diode instance count** 0
• **number of DRC violations after detailed-routing iteration 0** 18
• **met2 wire length** 1.85 mm
• **vias after detailed routing** 940

### Timing
• **Max transition margin** 93.0%
• **total negative setup slack** 0 ps
• **Hold Fails Final Rpt** 0
• **final critical-path setup slack** 53.9 ps
• **actual slew at the worst max-slew pin** 105 ps
• **achievable clock frequency** 1.06 GHz
• **RSZ-0062 raised after global routing** true
• **endpoints failing setup** 0
• **final cycle utilization of the critical path** 94.6%
• **max-slew violations** 0
• **Min Clock Period, post-route** 946 ps

### Logic synthesis
• **synthesized area divided by synthesized cell count** 20.0 um^2
• **fraction of the yosys area taken by sequential cells** 100%
• **Seq cells post-synth** 64
• **YS warnings** 1
• **post-synth top area share** 100%
• **area of the mapped netlist** 1280 um^2
• **tally of unique sky130hd cells used after synthesis** 1
• **cell types occupying the most area after synthesis** sky130_fd_sc_hd__dfxtp_1 (100%)
• **Cells after Synth** 64
• **total cells reported by yosys after synthesis** 64
• **area of the synthesized netlist per yosys stat** 1280 um^2
• **cell accounting for the most synthesized area** sky130_fd_sc_hd__dfxtp_1

### Power and ir drop
• **cell leakage power** 0.00116 uW
• **proportion of total power due to net switching** 18.7%
• **portion of total power attributed to combinational logic** 6.1%
• **peak supply drop** 0.736 mV
• **part of the power in registers** 47.5%
• **power dissipated by switching net loads** 1070 uW
• **total power per unit cell area** 2180 nW/um^2
• **internal power** 4640 uW
• **clock share of power** 46.4%

### Hold path
• **Hold WC Path Type** in -> reg

### Run
• **Tool Warnings** 26
• **max-capacitance violation count** 0

### Floorplanning
• **row count** 32
• **FP Util** 16.8%
• **core outline area** 7650 um^2
• **Die W** 108 um
• **die height** 108 um
• **I/O pin total** 129
• **Die ar.** 11,700 um^2

### Placement
• **Setup WS pre-CTS** 7.21 ps
• **post-placement cell count** 294
• **number of input and output port buffers inserted** 128
• **final estimated routing congestion in global placement** 0.693
• **instance area at placement** 2690 um^2

## repair_timing
action                                  4_1_cts  5_1_grt
gates cloned                                  0        0
endpoints found under the setup margin       64        2
gates resized                               199        2
pin swaps                                     0        0
hold endpoints to repair                      0        0
## power groups by stage
stage         combinational (uW)  sequential [uW]  clock, uW
CTS                          363             2710       2790
global route                 387             2720       2870
finish                       350             2710       2650
## cells in the final DEF, fill, tap and decap left out
cell type                         netlist  layout
sky130_fd_sc_hd__clkbuf_8               0       9
sky130_fd_sc_hd__clkdlybuf4s50_1        0      64
sky130_fd_sc_hd__bufinv_16              0       3
sky130_fd_sc_hd__dfxtp_2                0       2
sky130_fd_sc_hd__clkinv_2               0       1
sky130_fd_sc_hd__buf_2                  0      64
sky130_fd_sc_hd__clkinvlp_4             0       1
sky130_fd_sc_hd__clkinv_4               0       2
sky130_fd_sc_hd__dfxtp_1               64      62
## cell usage after synthesis, drive strengths merged
master,number
dfxtp,64
## through the flow
step                      utilization [%]  total power (uW)  hold slack, ps
after detailed placement             35.2              3260             652
after global placement               35.2              3260             649
final                                34.2              5710             295
after CTS                            34.2              5860             269
after floorplan                         -              2740             228
after global routing                 34.2              5980             269
## metal layers
layer  up-vias  track usage [%]
met1       383             6.81
met3        10             5.78
met2        72             9.57
met5         -                0
met4         0             2.00
li1        475                -
## cell type report
cell class              count  area share [%]
repair buffers            128            36.7
well taps                 102            4.88
clock inverters             7            4.59
flip-flops and latches     64            49.1
clock buffers               9            4.73
## path summary, 6_finish.rpt
check | start | endpoint | depth (start not counted)
worst max-delay path | outregb[26] | outb[26] | 1
worst min-delay path | in_a[11] | outrega[11] | 1
## sequential cells by signal (all words and copies together), names as in the netlist
signal,cells
outregb,32
outrega,32
## kinds of logic after synthesis
logic type / Yosys count / synth area share, %
flip-flops: 64 / 100
Power figures rest on the tool's default switching activity, not on a simulated workload.
